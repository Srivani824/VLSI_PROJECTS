--- ./config.mk ---
export PLATFORM = sky130hd
export DESIGN_NAME = router_top
export DESIGN_NICKNAME = router_top
export VERILOG_FILES = /design/flow/design.v
export SDC_FILE = /design/flow/constraint.sdc
export NUM_CORES = 4
export LEC_CHECK = 1
export CORE_UTILIZATION = 30
export SYNTH_HDL_FRONTEND = slang
--- ./run.sh ---
#!/bin/bash
# OpenROAD 26Q1-2900-gdf79404cd8, Yosys 0.63+post, stock flow scripts
make -C /OpenROAD-flow-scripts/flow DESIGN_CONFIG=/design/flow/config.mk WORK_HOME=/design/flow/orfs finish
--- ./constraint.sdc ---
current_design router_top

set clk_period 8.6
set clk_io_pct 0.2

create_clock -name clk0 -period $clk_period [get_ports {clk}]

set non_clock_inputs [all_inputs -no_clocks]
set_input_delay [expr $clk_period * $clk_io_pct] -clock clk0 $non_clock_inputs
set_output_delay [expr $clk_period * $clk_io_pct] -clock clk0 [all_outputs]
--- ./design.v ---
interface dst_if(input clock);
bit vld_out,read_enb;
bit [7:0]data_out;
clocking drv_cb @(posedge clock);
	default input #1 output #1;
	input vld_out;
	output read_enb;
endclocking
clocking mon_cb @(posedge clock);
	default input #1 output #1;
	input vld_out;
	input data_out;
	input read_enb;
endclocking
modport DST_DRV(clocking drv_cb);
modport DST_MON(clocking mon_cb);
endinterface
interface src_if(input clock);
bit resetn,pkt_valid,busy,err;
bit [7:0]data_in;
clocking drv_cb @(posedge clock);
	default input #1 output #1;
	output resetn;
	output data_in;
	output pkt_valid;
	input busy;
endclocking
clocking mon_cb @(posedge clock);
	default input #1 output #1;
	input resetn;
	input data_in;
	input pkt_valid;
	input busy;
	input err;
endclocking
modport SRC_DRV(clocking drv_cb);
modport SRC_MON(clocking mon_cb);
endinterface
module fifo #(parameter D=16, W=9,A=4,T=7)
	(input clk,rstn,sftrst,we,re,lfd_state,
	input[W-2:0]data_in,
	output reg [W-2:0]data_out,
	output full,empty); 
reg[W-1:0] mem [0:D-1];
reg [A-1:0]wptr,rptr;
reg[T-1:0]temp;
integer i;
reg lfd;
always@(posedge clk)
begin
	if(!rstn)
		lfd<=0;
	else
		lfd<=lfd_state;
end
always@(posedge clk)
begin
	if(~rstn)
	begin
		for(i=0;i<D;i=i+1)
		begin
			mem[i]<=0;
		   wptr<=0;
		end	
	end
	else if(sftrst)
	begin
		for(i=0;i<D;i=i+1)
		begin
			mem[i]<=0; 
		end	
		wptr<=0;
	end
	else if(we && !full)
	begin
		mem[wptr]<={lfd,data_in};
		wptr<=wptr+1'b1;
	end
end
always@(posedge clk)
begin
	if(~rstn)
	begin
		data_out<=0;
		rptr<=0;
	end
	else if(sftrst)
	begin
		data_out<=8'bz;
		rptr<=0;
	end
   else if(temp == 0 && data_out!=0)
		data_out<=8'bz;
	else if(re && !empty)
	begin
		data_out<=mem[rptr[A-1:0]][7:0];
		rptr<=rptr+1'b1;
	end
end
always@(posedge clk)
begin
	if(~rstn)
	begin
		temp<=0;
	end
	else if(sftrst)
	begin
		temp<=0;
	end
   else if(re && ~empty)
       	       begin
	       	       if(mem[rptr[A-1:0]][W-1] == 1'b1)
						 temp<=mem[rptr[A-1:0]][7:2]+1'b1;
						 else 
						 begin
						 if(temp!= 0)
						 temp<=temp-1'b1;
						 else
						 temp<=temp; 
						 end
					 end
	       else
		       temp<=temp;
end
assign empty=(wptr==rptr);
assign full=(wptr+1==rptr);
endmodule 
module fsm(input clk,rstn,pkt_valid,parity_done,sft_rst_0,sft_rst_1,sft_rst_2,fifo_full,low_pkt_valid,empty_0,empty_1,empty_2,
	      input[1:0] data_in,
	      output detect_addr,ld_state,laf_state,full_state,we_reg,rst_int_reg,lfd_state,busy);
parameter DECODE_ADDRESS=3'b000,
	  LOAD_FRST_DATA=3'b001,
	  WAIT_TILL_EMPTY=3'b010,
	  LOAD_DATA=3'b011,
	  FIFO_FULL_STATE=3'b100,
	  LOAD_PARITY=3'b101,
	  LOAD_AFTER_FULL=3'b110,
	  CHECK_PARITY_ERROR=3'b111;
reg[2:0]s,ns;
reg[1:0]addr;
always@(posedge clk)
begin
	if(~rstn)
		s<= DECODE_ADDRESS;
	else if(sft_rst_0||sft_rst_1||sft_rst_2)
		s<= DECODE_ADDRESS;
	else 
		s<=ns;
end
always@(posedge clk)
begin
	if(~rstn)
		addr<=0;
	else
		addr<=data_in;
end
always@(*)
begin
	case(s)
		 DECODE_ADDRESS:
			 if((pkt_valid && data_in[1:0]==0 && empty_0)|
			   (pkt_valid && data_in[1:0]==1 && empty_1)|
			   (pkt_valid && data_in[1:0]==2 && empty_2))
			   ns=LOAD_FRST_DATA;
			 else if((pkt_valid && data_in[1:0]==0 && !empty_0)|
			   (pkt_valid && data_in[1:0]==1 && !empty_1)|
			   (pkt_valid && data_in[1:0]==2 && !empty_2))
			   ns= WAIT_TILL_EMPTY;
			 else
				 ns=DECODE_ADDRESS;
		LOAD_FRST_DATA:
			ns=LOAD_DATA;
		WAIT_TILL_EMPTY:
			 if((empty_0 && (addr==0))||
			   (empty_1 && (addr==1))||
			   (empty_2 && (addr==2)))
			   ns=LOAD_FRST_DATA;
			 else
				 ns=WAIT_TILL_EMPTY;
		 LOAD_DATA:
			if(fifo_full)
				ns=FIFO_FULL_STATE;
			else if(!fifo_full && !pkt_valid)
				ns=LOAD_PARITY;
			else
				ns= LOAD_DATA;
		FIFO_FULL_STATE: 
			if(!fifo_full)
				ns=LOAD_AFTER_FULL;
			else
				ns=FIFO_FULL_STATE;
		LOAD_PARITY:
			ns=CHECK_PARITY_ERROR;
		LOAD_AFTER_FULL:
			if(!parity_done && !low_pkt_valid)
				ns= LOAD_DATA;
			else if(!parity_done && low_pkt_valid)
				ns=LOAD_PARITY;
			else if(parity_done)
				ns=DECODE_ADDRESS;
			else 
				ns=LOAD_AFTER_FULL;
		CHECK_PARITY_ERROR:
			if(!fifo_full)
				ns= DECODE_ADDRESS;
			else if(fifo_full)
				ns=FIFO_FULL_STATE;
			else 
				ns=CHECK_PARITY_ERROR;
		default:
					ns= DECODE_ADDRESS;
	endcase
end
assign detect_addr=(s==DECODE_ADDRESS);
assign ld_state=(s==LOAD_DATA);
assign laf_state=(s==LOAD_AFTER_FULL);
assign full_state=(s==FIFO_FULL_STATE);
assign we_reg=(s==LOAD_DATA || s==LOAD_PARITY || s==LOAD_AFTER_FULL);
assign rst_int_reg=(s==CHECK_PARITY_ERROR);
assign lfd_state=(s==LOAD_FRST_DATA);
assign busy=(s== LOAD_FRST_DATA || s== WAIT_TILL_EMPTY || s== FIFO_FULL_STATE || s==LOAD_PARITY || s==LOAD_AFTER_FULL || s==CHECK_PARITY_ERROR);
endmodule
module register(input clk,rstn,pkt_valid,fifo_full,detect_addr,ld_state,laf_state,full_state,rst_int_reg,lfd_state,
		input [7:0] data_in,
		output reg parity_done,low_pkt_valid,err,
		output reg [7:0] data_out);
reg [7:0] header,fifo_full_st_byte,int_parity,pkt_parity;
always@(posedge clk)
begin
	if(!rstn)
		header<=0;
	else if(detect_addr && pkt_valid && data_in[1:0]!=2'd3)
		header<=data_in;
	else
		header<=header;
end
always@(posedge clk)
begin
	if(!rstn)
		fifo_full_st_byte<=0;
   else if(fifo_full)
		fifo_full_st_byte<=data_in;
	else
		fifo_full_st_byte<=fifo_full_st_byte;
end
always@(posedge clk)
begin
	if(!rstn)
		int_parity<=0;
	else if(detect_addr)
		int_parity<=0;
	else
	begin
		if(lfd_state)
			int_parity<=int_parity^header;
		else
		begin
			if(pkt_valid && ld_state && !full_state)
				int_parity<=int_parity ^ data_in;
			else
				int_parity<=int_parity;
		end
	end
end
always@(posedge clk)
begin
	if(!rstn)
		pkt_parity<=0;
	else if(detect_addr)
		pkt_parity<=0;
	else
	begin
		if(ld_state && !pkt_valid)
			pkt_parity<=data_in;
		else
			pkt_parity<=pkt_parity;
	end
end
always@(posedge clk)
begin
	if(!rstn)
		parity_done<=0;
		else if(detect_addr)
		parity_done <= 0;
	else if(laf_state && low_pkt_valid && !parity_done)
		parity_done<=1'b1;
	else if(ld_state && !fifo_full && !pkt_valid)
		parity_done<=1'b1;
end
always@(posedge clk)
begin
	if(!rstn || rst_int_reg)
		low_pkt_valid<=0;
	else if(ld_state && !pkt_valid)
		low_pkt_valid<=1;
end
always@(posedge clk)
begin
	if(!rstn)
		err<=0;
		else if(rst_int_reg)
		begin
	 if(pkt_parity !=int_parity)
			err<=1;
	else
			err<=0;  end
end
always@(posedge clk)
begin
	if(!rstn)
		data_out<=0;
	else if(detect_addr && pkt_valid && data_in[1:0]!=2'd3)
		data_out<=data_out;
	else if(lfd_state)
		data_out<=header;
	else if(ld_state && !fifo_full)
		data_out<=data_in;
	else if(ld_state && fifo_full)
		data_out<=data_out;
	else if(laf_state)
		data_out<=fifo_full_st_byte;
	else
		data_out<=data_out;
end
endmodule
module router_top(input clk,rstn,re_0,re_1,re_2,pkt_valid,
	      input[7:0]data_in,
	      output vld_out_0,vld_out_1,vld_out_2,err,busy,
	      output[7:0]data_out_0,data_out_1,data_out_2);
wire [2:0]wri_enb;
wire[7:0]reg_dout;
wire sft_rst_0,sft_rst_1,sft_rst_2,lfd_state,full_0,full_1,full_2,empty_0,empty_1,empty_2,fifo_full;
wire detect_addr,ld_state,laf_state,full_state,rst_int_reg,parity_done,low_pkt_valid;
wire we_reg;
fifo z0(clk,rstn,sft_rst_0,wri_enb[0],re_0,lfd_state,reg_dout,data_out_0,full_0,empty_0);
fifo z2(clk,rstn,sft_rst_1,wri_enb[1],re_1,lfd_state,reg_dout,data_out_1,full_1,empty_1);
fifo z3(clk,rstn,sft_rst_2,wri_enb[2],re_2,lfd_state,reg_dout,data_out_2,full_2,empty_2);
register z4(clk,rstn,pkt_valid,fifo_full,detect_addr,ld_state,laf_state,full_state,rst_int_reg,lfd_state,data_in,parity_done,low_pkt_valid,err,reg_dout);
synchronizer z5(clk,rstn,detect_addr,we_reg,re_0,re_1,re_2,empty_0,empty_1,empty_2,full_0,full_1,full_2,data_in[1:0],vld_out_0,vld_out_1,vld_out_2,
			sft_rst_0,sft_rst_1,sft_rst_2,fifo_full,wri_enb);
fsm z6(clk,rstn,pkt_valid,parity_done,sft_rst_0,sft_rst_1,sft_rst_2,fifo_full,low_pkt_valid,empty_0,empty_1,empty_2,data_in[1:0],detect_addr,ld_state,
		laf_state,full_state,we_reg,rst_int_reg,lfd_state,busy);
endmodule
module synchronizer(input clk,rstn,detect_addr,we_reg,re_0,re_1,re_2,empty_0,empty_1,empty_2,full_0,full_1,full_2,
			input[1:0]data_in,
			output vld_out_0,vld_out_1,vld_out_2,
			output reg sft_rst_0,sft_rst_1,sft_rst_2,fifo_full,
			output reg[2:0]we);
reg[1:0]addr;
reg[4:0]cnt_0,cnt_1,cnt_2;
always@(posedge clk)
begin
	if(~rstn)
		addr<=0;
	else if(detect_addr)
		addr<=data_in;
end
always@(*)
begin
	if(we_reg)
	begin
		case(addr)
			2'b00:we=3'b1;
			2'b01:we=3'b10;
			2'b10:we=3'b100;
			default:we=3'b0;
		endcase
	end
	else
		we=3'b0;
end
always@(*)
begin
	case(addr)
		2'b00:fifo_full=full_0;
		2'b01:fifo_full=full_1;
		2'b10:fifo_full=full_2;
		default:fifo_full=0;
	endcase
end
assign vld_out_0= ~empty_0;
assign vld_out_1= ~empty_1;
assign vld_out_2= ~empty_2;
always@(posedge clk)
begin
	if(~rstn)
	begin
		cnt_0<=5'b1;
		sft_rst_0<=0;
	end
	else if(~vld_out_0)
	begin
		cnt_0<=5'b1;
		sft_rst_0<=0;
	end
	else if(re_0)
	begin
		cnt_0<=5'b1;
		sft_rst_0<=0;
	end
	else
	begin
		if(cnt_0==5'd30)
		begin
			cnt_0<=5'b1;
			sft_rst_0<=1'b1;
		end
		else
		begin
			sft_rst_0<=0;
			cnt_0<=cnt_0+1'b1;
		end
	end
end
always@(posedge clk)
begin
	if(~rstn)
	begin
		cnt_1<=5'b1;
		sft_rst_1<=0;
	end
	else if(~vld_out_1)
	begin
		cnt_1<=5'b1;
		sft_rst_1<=0;
	end
	else if(re_1)
	begin
		cnt_1<=5'b1;
		sft_rst_1<=0;
	end
	else
	begin
		if(cnt_1==5'd30)
		begin
			cnt_1<=5'b1;
			sft_rst_1<=1'b1;
		end
		else
		begin
			sft_rst_1<=0;
			cnt_1<=cnt_1+1'b1;
		end
	end
end
always@(posedge clk)
begin
	if(~rstn)
	begin
		cnt_2<=5'b1;
		sft_rst_2<=0;
	end
	else if(~vld_out_2)
	begin
		cnt_2<=5'b1;
		sft_rst_2<=0;
	end
	else if(re_2)
	begin
		cnt_2<=5'b1;
		sft_rst_2<=0;
	end
	else
	begin
		if(cnt_2==5'd30)
		begin
			cnt_2<=5'b1;
			sft_rst_2<=1'b1;
		end
		else
		begin
			sft_rst_2<=0;
			cnt_2<=cnt_2+1'b1;
		end
	end
end
endmodule
==> flow_summary.json <==
{
  "critPathKind": "input pin to flip-flop",
  "crit_arrival_ns": 5.34,
  "ios": 43,
  "reg2reg_to": "z0.mem[14][5]$_SDFFCE_PN0P_",
  "synth.most_common_cell": "edfxtp_1",
  "use_met2_pct": 23.2,
  "run_status": "complete, no violations",
  "cts_tree": "done",
  "period_used_pct": 58.2,
  "yosys.area_share.simple_pct": 18.3,
  "ff2ff_setup_slack_ns": 4.76,
  "final_hold_viol_count": 0,
  "power_density_nw_per_um2": 200,
  "ys_area_um2": 27800,
  "root_buffer": "clkbuf_16",
  "antenna_found_initial": 0,
  "grt_overflow": 0,
  "clk_pin_slew_ns": 0.06,
  "yosysTopAreaCell": "edfxtp_1",
  "ys.flops": 587,
  "rsz0062_at_grt": "no",
  "grt_pass1_wl_um": 105000,
  "port_buffers": 42,
  "ys_sh_mux_pct": 11.0,
  "fp_util_pct": 30.3,
  "reg2reg_from": "z0.wptr[3]$_SDFFE_PP0P_",
  "wl_per_cell_um": 19.7,
  "antenna_left": 0,
  "synth_cell_types": 65,
  "whs_path_depth": 2,
  "gp_congestion": 0.880,
  "async_flop_share_pct": 0,
  "drc": 0,
  "use_met3_pct": 6.24,
  "ys.warnings.count": 0,
  "fp-row-count": 111,
  "n_antenna_cell": 0,
  "synth_seq_share_pct": 57.9,
  "hp-class": "flip-flop to flip-flop",
  "post_cts_buffers": 0,
  "grt_pass1_vias": 17686,
  "slew_headroom_pct": 35.9,
  "fin_crit_ns": 5.01,
  "drv_slew": 0,
  "cts_buffers": 60,
  "cts_buffer_depth": 3,
  "tightest_slew_ns": 0.952,
  "core-area_um2": 91700,
  "logic_area_um2": 10700,
  "r2r_cells": 9,
  "whs_ns": 0.446,
  "cts_hold_buf": 0,
  "cp-start-kind": "input pin",
  "vias": 17586,
  "vdd_drop_max_mv": 0.151,
  "fa_ha_area_share_pct": 1.35,
  "topCombFamilyByArea": "simple AND/OR/NAND/NOR gates",
  "yosys.area_share.aoi_pct": 5.45,
  "edf_count": 432,
  "track_usage_pct": 15.1,
  "xor_share_pct": 2.27,
  "drt-vias-per-instance": 5.19,
  "min_to": "z4.fifo_full_st_byte[4]$_SDFFE_PN0P_",
  "grtUsageMet1_pct": 21.2,
  "htree_levels": 2,
  "tns_ns": 0,
  "num-fill-cells": 8617,
  "clock_latency_ns": 0.63,
  "die_area_um2": 93700,
  "tool_warnings": 40,
  "synth.avg_cell_area_um2": 12.7,
  "post_cts_resize_count": 0,
  "hpwl_um": 42500,
  "synthTopCellsByCount": "432 x edfxtp_1, 197 x nor3_1, 165 x nor2_1",
  "ff_type": "edfxtp_1",
  "synth_top_area_share_pct": 46.7,
  "syn_area_um2": 27800,
  "drt-total-wl_um": 66800,
  "maxCapViolCount": 0,
  "clock_sinks": 587,
  "areaGrowthSynthToFinish_pct": 12.7,
  "finClkSkew_ns": 0.0274,
  "setup_viol": 0,
  "drive_gt1_share_pct": 19.8,
  "cp-end-kind": "flip-flop",
  "die_h_um": 306,
  "fp.dieW_um": 306,
  "seq_area_um2": 16100,
  "p_leak_nw": 9.85,
  "drt_iter0_drc": 1216,
  "grt_busiest_layer": "met2",
  "cp_max_fo": 39,
  "hold_start": "z4.fifo_full_st_byte[4]$_SDFFE_PN0P_",
  "crit_required_ns": 8.93,
  "fmax_mhz": 200,
  "dr.pass1.iters": 7,
  "grt_max_degree": 43,
  "top_cells_by_area": "edfxtp_1 47%, dfxtp_1 11%, mux4_2 9.5%, nor3_1 3.6%, nor3_2 3.2%",
  "syn_inst": 2179,
  "yosys_cells": 2179
}
==> layer usage <==
metal  up-vias  part of all wire (%)
met2       659                    47
met4         0                   2.0
met5         -                     0
li1       8185                     -
met3        95                   9.3
met1      8647                    42
==> metrics by stage <==
stage | power, mW | instances | cell area [um2] | setup WS [ns] | util, %
2_1_floorplan | 3.53 | 2179 | 27800 | 4.38 | -
4_1_cts | 6.31 | 3389 | 31300 | 3.64 | 34.1
3_5_place_dp | 3.72 | 3277 | 29300 | 2.99 | 32.0
3_3_place_gp | 3.71 | 3277 | 29300 | 2.99 | 32.0
6_report | 6.25 | 3389 | 31300 | 3.59 | 34.1
5_1_grt | 6.47 | 3389 | 31300 | 3.36 | 34.1
==> critical path: stages <==
cell	delay (ns)
clkdlybuf4s50_1	0.95
inv_2	0.21
buf_4	0.37
nor2_2	0.13
buf_4	0.33
nand3_4	0.52
o21ai_0	0.77
buf_4	0.27
==> layout make-up <==
class                      count  area share [%]
sequential                   587            51.4
multi-input combinational   1358            34.1
clock buffer                  80            5.31
tap                         1186            4.74
timing repair buffer         115            3.10
clock inverter                32           0.996
inverter                      31           0.372
==> registers in the layout, summed over array words and instances, names as in the netlist, 5 cells and up, named ones only <==
signal,count
z0.mem,144
z2.mem,144
z3.mem,144
z0.data_out,8
z2.data_out,8
z3.data_out,8
z4.data_out,8
z4.fifo_full_st_byte,8
z4.header,8
z4.int_parity,8
z4.pkt_parity,8
z6.s,8
z0.temp,7
z2.temp,7
z3.temp,7
z5.cnt_0,5
z5.cnt_1,5
z5.cnt_2,5
==> power by group <==
| group | internal, mW | switching (mW) |
|---|---|---|
| Clock | 1.50 | 1.09 |
| Combinational | 0.190 | 0.272 |
| Sequential | 3.13 | 0.0623 |
| Total | 4.83 | 1.42 |
==> cells by family after synthesis <==
family	after synthesis
AND/OR/NAND/NOR	859
flip-flops	587
AND-OR/OR-AND	238
buffers and inverters	234
multiplexers	159
XOR/XNOR	72
adder cells (fa/ha/maj)	30
==> cells in the final DEF (no fill, tap or decap), types with 22 or more instances in the layout <==
cell type / instances
a21oi_1: 61
a22oi_1: 36
and2_1: 95
buf_4: 73
clkbuf_16: 60
clkdlybuf4s50_1: 42
dfxtp_1: 150
edfxtp_1: 432
ha_1: 30
inv_1: 22
mux2i_1: 38
mux4_2: 117
nand2_1: 86
nand2b_1: 28
nand3_1: 41
nor2_1: 164
nor3_1: 197
nor3_2: 90
nor4_1: 69
nor4_2: 28
o21ai_0: 62
xnor2_1: 29
xor2_1: 43
==> worst max path at each step <==
| stage | start | to | slack [ns] | depth (start not counted) |
|---|---|---|---|---|
| CTS | rstn | z0.mem[14][5]$_SDFFCE_PN0P_ | 3.64 | 8 |
| global route | rstn | z0.mem[14][4]$_SDFFCE_PN0P_ | 3.36 | 8 |
| finish | rstn | z0.mem[14][5]$_SDFFCE_PN0P_ | 3.59 | 8 |
Power is estimated from default activity; no workload was simulated.
